==> flow/design.v <==
`timescale 1ns / 1ps
module Clock_divider( clock_in, clock_out
    );
	 input wire clock_in;
	 output clock_out;
	 reg [27:0] counter = 28'd0;
	 parameter DIVISOR = 1133;
	 always @ (posedge clock_in) 
	 begin
		counter <= counter + 28'd1;
		if (counter >= (DIVISOR -1)) 
			counter <= 28'd0;
		end 
		assign clock_out = (counter < DIVISOR /2)? 1'b0:1'b1;
endmodule
==> flow/run.sh <==
#!/bin/bash
# OpenROAD 26Q1-2900-gdf79404cd8, Yosys 0.63+post, stock flow scripts
make -C /OpenROAD-flow-scripts/flow DESIGN_CONFIG=/design/flow/config.mk WORK_HOME=/design/flow/orfs finish
==> flow/config.mk <==
export PLATFORM = sky130hd
export DESIGN_NAME = Clock_divider
export DESIGN_NICKNAME = Clock_divider
export VERILOG_FILES = /design/flow/design.v
export SDC_FILE = /design/flow/constraint.sdc
export NUM_CORES = 4
export LEC_CHECK = 1
export CORE_AREA = 10 10 81 81
export DIE_AREA = 0 0 91 91
==> flow/constraint.sdc <==
current_design Clock_divider

set clk_period 2.0
set clk_io_pct 0.2

create_clock -name clk0 -period $clk_period [get_ports {clock_in}]

set non_clock_inputs [all_inputs -no_clocks]
set_input_delay [expr $clk_period * $clk_io_pct] -clock clk0 $non_clock_inputs
set_output_delay [expr $clk_period * $clk_io_pct] -clock clk0 [all_outputs]
==> results_dict.tcl <==
# yosys + openroad results
set metrics [dict create \
    cts_max_level 1 \
    fp-row-count 25 \
    wl_met1_microns 650 \
    grt_usage_pct 3.06 \
    critPathCaptureType "primary output" \
    setup_slack_ns 0.116 \
    place_congestion 0.808 \
    synthFlopType "dfxtp_1" \
    async_reset_ff_share_pct 0 \
    path_clk_slew_ns 0.09 \
    p_sw_share_pct 18.8 \
    worst_pin_slew_ns 0.544 \
    rsz0062_at_grt "false" \
    dp_hpwl_microns 887 \
    dp_slack_ns 0.108 \
    cts.sink_count 28 \
    peakVddDrop_v 0.000229 \
    crit_path_cell_trace "nor3_1, o21ai_0, a2111o_1, buf_2" \
    min_period_over_period_pct 94.2 \
    critical_path_peak_fanout 4 \
    largest-register "counter" \
    dr.max_layer_used "met4" \
    root_buffer "clkbuf_8" \
    via_per_inst 3.22 \
    lay_top_count "dfxtp_1" \
    skew_ns 0.0115 \
    synth_cells 81 \
    core-area_sq_mm 0.00482 \
    p_leak_nw 0.397 \
    fin_util_pct 23.6 \
    antenna_cells 0 \
    warning_count 27 \
    maxCapViolations 0 \
    edf_count 0 \
    fillCellCount 537 \
    outcome "finished clean" \
    slew_headroom_pct 63.8 \
    critical_path_arrival_ns 1.48 \
    grt_pass1_vias 501 \
    ant_nets 0 \
    netlist-cell-type-count 23 \
    dr_wl_met2_microns 517 \
    syn2layout_area_growth_pct 21.9 \
    slew_violations 0 \
    largest_reg_flops 28 \
    clk_path_buf_depth 2 \
    fp_util_pct 19.3 \
    synth_area_per_cell_sq_um 11.5 \
    ys_cells 81 \
    firstDrtPassIters 3 \
    final_cell_mix "dfxtp_1 (27), conb_1 (17), nor2_2 (10)" \
    antenna_found_initial 0 \
    p_int_mw 0.713 \
    power.share.clock_pct 32.8 \
    gr-total-overflow 0 \
    cp.required_ns 1.60 \
    die_area_sq_mm 0.00828 \
    fmax_ghz 0.531 \
    period_minus_slack_ns 1.88 \
    drt_iter0_drc 12 \
    hold_viol 0 \
    yosys_warnings 1 \
    critical_path_class "flop to primary output" \
    reg_top3 "counter x28" \
    grt_max_degree 15 \
    worst_setup_path_start_kind "flop" \
    drc 0 \
    min_from "counter[0]" \
    io_buffers 1 \
    wire_per_inst_microns 7.39 \
    comb_area_sq_um 417 \
    ys_area_sq_um 931 \
    ys_ff 28 \
    ff_latch_area_sq_um 562 \
    setup_viol 0 \
    tns_ns 0 \
    rr_worst_depth 4 \
    r2r-end "counter[3]" \
    powerDensity_mw_per_mm2 774 \
    syn_area_sq_um 931 \
    path_delay_family "AND-OR/OR-AND gates" \
    numCtsBuffers 3 \
    cts_tree "yes" \
    pwr-share-seq_pct 66.4 \
    holdPathStages 1 \
    slowest_stage "a2111o_1" \
    die_h_microns 91 \
    wl_met3_microns 68 \
    p_sw_mw 0.165 \
    clock_latency_ns 0.27 \
    io_pins 2 \
    hold_class "flop to flop" \
    routed_wl_mm 1.25 \
    synth_seq_share_pct 60.2 \
    grt_pass1_wl_mm 2.12 \
    r2r_slack_ns 0.50 \
    holdPathEnd "counter[0]" \
    cts_hold_buf 0 \
    num_vias 544 \
    slowest_delay_ns 0.42 \
    layout-drive-gt1-share_pct 19.6 \
    r2r_start "counter[12]" \
    die_w_microns 91 \
    holdWs_ns 0.490 \
    path_buffers 1 \
    p_comb_share_pct 0.8 \
]
[kinds of logic after synthesis]
| family | share of synthesized area [%] |
|---|---|
| other cells | 0.403 |
| fa+ha+maj | 2.69 |
| flops | 60.2 |
| compound gates | 4.30 |
| buf+inv | 2.42 |
| simple gates | 21.5 |
| xor+xnor | 8.47 |
[area by class of cell]
type / count / share of cell area, %
Clock buffer: 3 / 3.64
Inverter: 3 / 0.992
Multi-Input combinational cell: 65 / 36.7
Sequential cell: 28 / 49.5
Tap cell: 67 / 7.39
Timing Repair Buffer: 3 / 1.76
[power groups by stage]
stage     Clock (mW)  Combinational (mW)  Sequential [mW]
4_1_cts        0.304             0.00710            0.584
5_1_grt        0.320             0.00901            0.586
6_report       0.288             0.00675            0.583
[metrics by stage]
step | instances | total power, mW | cell area, sq um
after global routing | 169 | 0.914 | 1130
after CTS | 169 | 0.895 | 1130
after floorplan | 97 | 0.599 | 991
after detailed placement | 166 | 0.602 | 1090
final | 169 | 0.878 | 1130
after global placement | 166 | 0.601 | 1090
[worst max-delay path by stage]
stage                from   endpoint  slack (ns)  cells past startpoint
finish         counter[7]  clock_out        0.12                      4
CTS           counter[21]  clock_out        0.03                      4
global route   counter[7]  clock_out        0.02                      4
[cells in the mapped netlist (all sizes together), types with 3 or more instances]
cell | count | area share (%)
nor4 | 3 | 4.0
and4 | 3 | 2.8
dfxtp | 28 | 60
nor2 | 12 | 7.5
nand2 | 4 | 1.6
xor2 | 5 | 4.7
inv | 3 | 1.2
xnor2 | 4 | 3.8
[repair_timing]
| item | in CTS | in global routing |
|---|---|---|
| endpoints found under the hold margin | 0 | 0 |
| gates resized | 5 | 0 |
| buffers inserted | 0 | 0 |
| setup endpoints to repair | 1 | 1 |
| pin swaps | 3 | 3 |
[layer usage]
metal  vias up  global-route usage, %
li1        296                      -
met5         -                      0
met1       242                   4.13
met3         2                   1.66
met2         4                   4.36
met4         0                  0.392
Power is estimated from default activity; no workload was simulated.
